--- ./run.sh ---
#!/bin/bash
# OpenROAD 26Q1-2900-gdf79404cd8, Yosys 0.63+post, stock flow scripts
make -C /OpenROAD-flow-scripts/flow DESIGN_CONFIG=/design/flow/config.mk WORK_HOME=/design/flow/orfs finish
--- ./config.mk ---
export PLATFORM = sky130hd
export DESIGN_NAME = digitalclock
export DESIGN_NICKNAME = digitalclock
export VERILOG_FILES = /design/flow/design.v
export SDC_FILE = /design/flow/constraint.sdc
export NUM_CORES = 4
export LEC_CHECK = 1
export CORE_UTILIZATION = 30
--- ./constraint.sdc ---
current_design digitalclock

set clk_period 5.9
set clk_io_pct 0.2

create_clock -name clk0 -period $clk_period [get_ports {clk}]

set non_clock_inputs [all_inputs -no_clocks]
set_input_delay [expr $clk_period * $clk_io_pct] -clock clk0 $non_clock_inputs
set_output_delay [expr $clk_period * $clk_io_pct] -clock clk0 [all_outputs]
--- ./design.v ---
module digitalclock(
    input rst, clk,
    input timer_switch,      
    output reg [3:0] sec_ones, min_ones, hr_ones,
    output reg [2:0] sec_tens, min_tens,
    output reg [1:0] hr_tens,
    output reg [6:0] sevseg,
    output reg [7:0] an,
    output reg timer_led    
);
reg [26:0] clkdiv;
reg clkd;
reg [2:0] display_count;
reg [16:0] refresh_counter;
reg clock_stopped;   
always @(posedge clk, negedge rst) begin
    if(!rst) begin
        clkdiv <= 0;
        clock_stopped <= 0;   
    end
    else begin
        clkdiv <= clkdiv + 1;
        clkd = clkdiv[26];
    end
end
always @(posedge clkd or negedge rst) begin
    if(!rst) begin
        timer_led <= 0;
        clock_stopped <= 0;
    end
    else if(timer_switch) begin
        if(min_ones == 1 && min_tens == 0 &&
           sec_tens == 1 && sec_ones == 6) begin
            clock_stopped <= 1;
            timer_led <= 1;
        end
    end
    else begin
        clock_stopped <= 0;
        timer_led <= 0;
    end
end
always @(posedge clkd or negedge rst) begin
    if(!rst)
        sec_ones <= 0;
    else if(!clock_stopped) begin   
        if(sec_ones == 9)
            sec_ones <= 0;
        else
            sec_ones <= sec_ones + 1;
    end
end
always @(posedge clkd or negedge rst) begin
    if(!rst)
        sec_tens <= 0;
    else if(!clock_stopped) begin   
        if(sec_ones == 9) begin
            if(sec_tens == 5)
                sec_tens <= 0;
            else
                sec_tens <= sec_tens + 1;
        end
    end
end
always @(posedge clkd or negedge rst) begin
    if(!rst)
        min_ones <= 0;
    else if(!clock_stopped) begin   
        if(sec_ones == 9 && sec_tens == 5) begin
            if(min_ones == 9)
                min_ones <= 0;
            else
                min_ones <= min_ones + 1;
        end
    end
end
always @(posedge clkd or negedge rst) begin
    if(!rst)
        min_tens <= 0;
    else if(!clock_stopped) begin   
        if(sec_ones == 9 && sec_tens == 5 && min_ones == 9) begin
            if(min_tens == 5)
                min_tens <= 0;
            else
                min_tens <= min_tens + 1;
        end
    end
end
always @(posedge clkd or negedge rst) begin
    if(!rst)
        hr_ones <= 0;
    else if(!clock_stopped) begin   
        if(sec_ones == 9 && sec_tens == 5 && min_ones == 9 && min_tens == 5) begin
            if(hr_ones == 9 || (hr_tens == 2 && hr_ones == 3))
                hr_ones <= 0;
            else
                hr_ones <= hr_ones + 1;
        end
    end
end
always @(posedge clkd or negedge rst) begin
    if(!rst)
        hr_tens <= 0;
    else if(!clock_stopped) begin   
        if(sec_ones == 9 && sec_tens == 5 && min_ones == 9 && min_tens == 5) begin
            if(hr_ones == 9) begin
                if(hr_tens == 2)
                    hr_tens <= 0;
                else
                    hr_tens <= hr_tens + 1;
            end
        end
    end
end
always @(posedge clk) begin
    refresh_counter <= refresh_counter + 1;
end
always @* begin
    case(display_count)
        3'b000: begin   
            an = 8'b11011111;
            case(hr_tens)
                0: sevseg = 7'b0000001;
                1: sevseg = 7'b1001111;
                2: sevseg = 7'b0010010;
                default: sevseg = 7'b1111111;
            endcase
        end
        3'b001: begin   
            an = 8'b11101111;
            case(hr_ones)
                0: sevseg = 7'b0000001;
                1: sevseg = 7'b1001111;
                2: sevseg = 7'b0010010;
                3: sevseg = 7'b0000110;
                4: sevseg = 7'b1001100;
                5: sevseg = 7'b0100100;
                6: sevseg = 7'b0100000;
                7: sevseg = 7'b0001111;
                8: sevseg = 7'b0000000;
                9: sevseg = 7'b0000100;
                default: sevseg = 7'b1111111;
            endcase
        end
        3'b010: begin   
            an = 8'b11110111;
            case(min_tens)
                0: sevseg = 7'b0000001;
                1: sevseg = 7'b1001111;
                2: sevseg = 7'b0010010;
                3: sevseg = 7'b0000110;
                4: sevseg = 7'b1001100;
                5: sevseg = 7'b0100100;
                default: sevseg = 7'b1111111;
            endcase
        end
        3'b011: begin   
            an = 8'b11111011;
            case(min_ones)
                0: sevseg = 7'b0000001;
                1: sevseg = 7'b1001111;
                2: sevseg = 7'b0010010;
                3: sevseg = 7'b0000110;
                4: sevseg = 7'b1001100;
                5: sevseg = 7'b0100100;
                6: sevseg = 7'b0100000;
                7: sevseg = 7'b0001111;
                8: sevseg = 7'b0000000;
                9: sevseg = 7'b0000100;
                default: sevseg = 7'b1111111;
            endcase
        end
        3'b100: begin   
            an = 8'b11111101;
            case(sec_tens)
                0: sevseg = 7'b0000001;
                1: sevseg = 7'b1001111;
                2: sevseg = 7'b0010010;
                3: sevseg = 7'b0000110;
                4: sevseg = 7'b1001100;
                5: sevseg = 7'b0100100;
                default: sevseg = 7'b1111111;
            endcase
        end
        3'b101: begin   
            an = 8'b11111110;
            case(sec_ones)
                0: sevseg = 7'b0000001;
                1: sevseg = 7'b1001111;
                2: sevseg = 7'b0010010;
                3: sevseg = 7'b0000110;
                4: sevseg = 7'b1001100;
                5: sevseg = 7'b0100100;
                6: sevseg = 7'b0100000;
                7: sevseg = 7'b0001111;
                8: sevseg = 7'b0000000;
                9: sevseg = 7'b0000100;
                default: sevseg = 7'b1111111;
            endcase
        end
        default: begin
            an = 8'b11111111;
            sevseg = 7'b1111111;
        end
    endcase
end
always @(posedge clk) begin
    if(!rst)
        display_count <= 0;
    else
        display_count <= refresh_counter[16:14];
end
endmodule
==> commit_impl_results.txt <==
Record implementation results from latest flow run

* Critical path endpoint category: primary output
* Post-Place Worst Slack: 2.53 ns
- Post-synthesis instance total: 405
- Endpoints failing hold in the final report were tallied at 0.
- Number of unconstrained endpoints: around 42
- Total via count after detailed routing: between 2000 and 3000
- CTS reports a maximum clock tree buffer depth of 2.
- The tree is rooted in a sky130_fd_sc_hd__clkbuf_16.
* Post-route core utilization: 0.359
* TritonCTS clock tree: built
* Number of register pins that no clock reaches: 21
* Slowest library cell on the worst path: sky130_fd_sc_hd__dfxtp_1
* Die Height: 116 µm
* Maximum level of the CTS H-tree: 2
* Final Critical Period: 3.69 ns
- Final Max Slew Viols: 0
- Detailed-route wire length: 8570 µm
* Reg2reg end: clkdiv[22]$_DFF_PN0_
- Slew of the pin with the lowest slew margin: 0.776 ns
- Max-cap check violation count: 0
* Pin count of the biggest net entering global routing: ~53
* Via/cell ratio: approximately 5
* Highest ir drop seen on vdd: between 0.1 and 0.15 mV
* Power, Total: 0.630 mW
- After layout, the setup clock skew is reported as approximately 0.0045 ns.
- For this design the top-level I/O count stands at 39.
* R2r setup slk: 4.11 ns
- Dividing the final minimum period by the clock period gives 0.626.
- Multi-input gate area: 2070 µm²
- # Cells Yosys: 405
- Category of the most critical setup path: reg -> out
- The share of synthesized area in the top cell type comes to 0.310.
- The post-synth count of flops with an enable pin is 1.
- Max-slew headroom at the worst pin: 0.479
* Vias in the first global route: 2862
* Area reported by Yosys stat: about 3900 µm²
- Remaining global-route overflow: 0
* Residual DRC count: 0
* CP max FO: 20
- Per the layout area report, the register area comes to 1630 µm².
* Largest stage delay on the critical path: 0.70 ns
* Outcome: completed
- For this run, asynchronously set or reset flops after synthesis account for 0.696.
- Maximum clock frequency: 271 MHz
* Pre-antenna DRT Iters: 5
- Cell type contributing the most total cell area after synthesis: sky130_fd_sc_hd__dfrtp_1
* Worst Min Path Start: refresh_counter[0]$_DFF_P_
* Portion of the post-synthesis area used by sequential elements: 0.422
- Data on the critical path arrives at its endpoint at 2.51 ns.
* Synthesized registers: slightly below 70
* Horizontal die dimension: 116 µm
* Number of library cell types mapped by synthesis: 60
* Final standard cell count with taps included and fillers excluded: between 600 and 700
* Core region area: 12600 µm²
- Site row count: just over 40
* DRC violation total after the first TritonRoute iteration: 228
- Post-detailed-route wirelength per cell: 14.1 µm
- Worst min path class: reg -> reg
- The post-CTS hold buffer count recorded in the log is 0.
- Clock latency of the later-clocked register in the worst-skew pair: approximately 0.28 ns
* Worst hold-check slack: 0.393 ns
- Min setup slack post-route: 2.21 ns
* Final std cell area, no fill: 4530 µm²
- For this configuration, the core starts out at a cell density of 0.307.
- Full die area: 13400 µm²
* Routed Antenna Nets: 0
* Sum of net half-perimeters after detailed placement: around 6300 µm
- Static Leakage: 1.92 nW
- Resize count post-CTS: 0
* Synthesized area: approximately 3900 µm²
- Routability Congestion: 0.897
* Count of input and output buffers: 36
- Cells on Worst Hold Path: 1
- From the final report, the count of setup violators was given as 0.
- The global routing report lists combined usage of all routing layers as 0.139.
- Count of inserted antenna diode cells: 0
- Cell depth of the worst flop-to-flop path: 6
- For this design the ratio of total power to cell area is 139 nW/µm².
* # fillers: 1272
- Placed instance count: between 500 and 600
- Number of buffers inserted to repair setup after CTS: 0
- Data required time of the worst path: 4.72 ns
* Share of cells above drive strength 1: 0.0392
* Crit start category: flop
* Synth Warn #: 3
- Setup repair after global routing missed its margin: false
- The first global-routing pass estimated 14400 µm of wire.
- Between the synthesized netlist and the finished layout, the area growth was recorded as 17.1%.
- Launch point of the worst reg-to-reg path: clkdiv[0]$_DFF_PN0_
- Setup TNS: 0 ns
- The initial antenna violation count was 0.
- Worst-path clk slew: roughly 0.060 ns
* OpenROAD warning count: roughly 40
- The commonest register cell is sky130_fd_sc_hd__dfrtp_1.
- Walking the worst path, the cells encountered are nand3b_1 -> a31oi_1 -> a21boi_0 -> a2111o_1 -> clkdlybuf4s50_1.
* Placement Cell Area: 4370 µm²
- Endpoint of the worst hold path: refresh_counter[0]$_DFF_P_
- Buffers inserted during clock tree synthesis total 5.
* Top cells by area: sky130_fd_sc_hd__dfrtp_1 (31%), sky130_fd_sc_hd__dfxtp_1 (10%), sky130_fd_sc_hd__xnor2_1 (7.7%), sky130_fd_sc_hd__ha_1 (7.1%), sky130_fd_sc_hd__o21ai_0 (3.0%)
* Synthesized area per cell: ~9.6 µm²
## kinds of logic after synthesis
logic type | count (synthesis) | synth area share
DFF | 69 | 0.422
adders and majority gates | 22 | 0.0711
AOI/OAI and AO/OA | 83 | 0.144
muxes | 5 | 0.0136
other | 1 | 0.000969
buffers and inverters | 41 | 0.0453
xor gates and xnor gates | 43 | 0.0973
and+or+nand+nor | 141 | 0.206
## synthesized netlist by cell type (9+ instances only)
cell                       number
sky130_fd_sc_hd__dfxtp_1       20
sky130_fd_sc_hd__ha_1          22
sky130_fd_sc_hd__nor2b_1        9
sky130_fd_sc_hd__xnor2_1       34
sky130_fd_sc_hd__nor2_1        22
sky130_fd_sc_hd__inv_1         22
sky130_fd_sc_hd__clkbuf_1      13
sky130_fd_sc_hd__a21o_1         9
sky130_fd_sc_hd__nand2_1       24
sky130_fd_sc_hd__nand3_1       22
sky130_fd_sc_hd__dfrtp_1       48
sky130_fd_sc_hd__a21oi_1       12
sky130_fd_sc_hd__xor2_1         9
sky130_fd_sc_hd__o21ai_0       23
sky130_fd_sc_hd__nand4_1       11
## worst max path at each step
stage / from / to / slack, ns / cells past startpoint
after global routing: display_count[1]$_SDFF_PN0_ / sevseg[3] / 1.92 / 5
after CTS: display_count[2]$_SDFF_PN0_ / sevseg[6] / 2.22 / 5
final: display_count[2]$_SDFF_PN0_ / sevseg[6] / 2.21 / 5
## layer usage
metal / vias to the layer above / wire [µm] / track usage
li1: 1480 / - / -
met1: 1439 / 4090 / 0.199
met2: 56 / 4060 / 0.239
met4: 0 / 57 / 0.00779
met5: - / 0 / 0
met3: 6 / 368 / 0.0197
## where the power goes
| part | switching (mW) | leakage (nW) | internal [mW] |
|---|---|---|---|
| combinational | 0.00667 | 1.02 | 0.00133 |
| clock | 0.109 | 0.0772 | 0.180 |
| sequential | 0.00100 | 0.822 | 0.332 |
## worst max-delay path: cells and delay by family, from the launching register on
kind | cells | cell delay, ns
compound gates | 3 | 0.90
flops | 1 | 0.70
buf+inv | 1 | 0.45
simple gates | 1 | 0.18
## placed cells by master, fill, tap and decap left out, types with 4 or more instances in the layout
master and count:
sky130_fd_sc_hd__dfxtp_1 20, sky130_fd_sc_hd__a22oi_1 4, sky130_fd_sc_hd__o31ai_1 4, sky130_fd_sc_hd__o21ai_0 23, sky130_fd_sc_hd__clkdlybuf4s50_1 35, sky130_fd_sc_hd__nor2b_1 9
sky130_fd_sc_hd__nand2b_1 7, sky130_fd_sc_hd__o211ai_1 4, sky130_fd_sc_hd__xor2_1 9, sky130_fd_sc_hd__and4_1 4, sky130_fd_sc_hd__dfrtp_1 48, sky130_fd_sc_hd__nand4_1 11
sky130_fd_sc_hd__nand2_1 24, sky130_fd_sc_hd__a31oi_1 5, sky130_fd_sc_hd__clkbuf_16 5, sky130_fd_sc_hd__a21o_1 9, sky130_fd_sc_hd__nand3_1 22, sky130_fd_sc_hd__inv_1 22
sky130_fd_sc_hd__xnor2_1 34, sky130_fd_sc_hd__nor2_1 22, sky130_fd_sc_hd__and3_1 8, sky130_fd_sc_hd__nand3b_1 6, sky130_fd_sc_hd__a21oi_1 12, sky130_fd_sc_hd__and2_1 8
sky130_fd_sc_hd__ha_1 22
## registers in the layout (all words and copies together), names as in the netlist
name / count
sec_tens: 3
min_ones: 4
timer_led: 1
sec_ones: 4
display_count: 3
clkd: 1
clkdiv: 27
refresh_counter: 17
hr_tens: 2
hr_ones: 4
min_tens: 3
## area by class of cell
type / count / area share
clock buffers: 8 / 0.0345
inverters: 22 / 0.0182
repair buffers: 39 / 0.0834
multi-input cells: 296 / 0.456
flip-flops and latches: 69 / 0.360
well taps: 172 / 0.0475
Power is estimated from default activity; no workload was simulated.
